[./design.v]
module controller (
    input  var logic [6:0] instruction,
    output var logic       Branch, MemRead, MemtoReg,
    output var logic [1:0] ALUOp,
    output var logic       MemWrite, ALUSrc, RegWrite
);
    always_comb begin
        case (instruction)
            7'b0110011: begin
                Branch   <= 1'b0;
                MemRead  <= 1'b0;
                MemtoReg <= 1'b0;
                ALUOp    <= 2'b10;
                MemWrite <= 1'b0;
                ALUSrc   <= 1'b0;
                RegWrite <= 1'b1;
            end
            7'b0000011: begin
                Branch   <= 1'b0;
                MemRead  <= 1'b1;
                MemtoReg <= 1'b1;
                ALUOp    <= 2'b00;
                MemWrite <= 1'b0;
                ALUSrc   <= 1'b1;
                RegWrite <= 1'b1;
            end
            7'b0100011: begin
                Branch   <= 1'b0;
                MemRead  <= 1'b0;
                MemtoReg <= 1'b0;
                ALUOp    <= 2'b00;
                MemWrite <= 1'b1;
                ALUSrc   <= 1'b1;
                RegWrite <= 1'b0;
            end
            7'b1100011: begin
                Branch   <= 1'b1;
                MemRead  <= 1'b0;
                MemtoReg <= 1'b0;
                ALUOp    <= 2'b01;
                MemWrite <= 1'b0;
                ALUSrc   <= 1'b0;
                RegWrite <= 1'b0;
            end
            default: begin
                Branch   <= 1'b0;
                MemRead  <= 1'b0;
                MemtoReg <= 1'b0;
                ALUOp    <= 2'b00;
                MemWrite <= 1'b0;
                ALUSrc   <= 1'b0;
                RegWrite <= 1'b0;
            end
        endcase
    end
endmodule
[./run.sh]
#!/bin/bash
# OpenROAD 26Q1-2900-gdf79404cd8, Yosys 0.63+post, stock flow scripts
make -C /OpenROAD-flow-scripts/flow DESIGN_CONFIG=/design/flow/config.mk WORK_HOME=/design/flow/orfs finish
[./config.mk]
export PLATFORM = sky130hd
export DESIGN_NAME = controller
export DESIGN_NICKNAME = controller
export VERILOG_FILES = /design/flow/design.v
export SDC_FILE = /design/flow/constraint.sdc
export NUM_CORES = 4
export LEC_CHECK = 1
export CORE_AREA = 10 10 70 70
export DIE_AREA = 0 0 80 80
[./constraint.sdc]
current_design controller

set clk_period 1.1
set clk_io_pct 0.2

create_clock -name clk0 -period $clk_period

set non_clock_inputs [all_inputs -no_clocks]
set_input_delay [expr $clk_period * $clk_io_pct] -clock clk0 $non_clock_inputs
set_output_delay [expr $clk_period * $clk_io_pct] -clock clk0 [all_outputs]
==> qor.yml <==
pin_count: 15
cp_slowest_stage_delay_ns: 0.21
antenna_found_initial: 0
drive_above_1_share_pct: 82.8
ys_cells: 14
cp_cell_sequence: "buf_6, nand4bb_4, buf_6, nor4b_4, buf_2"
mux_share_pct: 0
outcome: "finished with violations"
crit_cells: 5
grt_setup_unrepaired: "true"
die_w_um: 80
yosys_area_um2: 114
grt_max_degree: 8
p_per_area_mw_per_mm2: 194
warnings: 34
simple_gate_share_pct: 74.7
violations: "setup timing"
grt_overflow: 0
ys_seq_share_pct: 0
common_cells: "nor3_1, buf_4, nand2_1"
antennaDiodeCount: 0
area_growth_pct: 173
drc: 0
via_per_inst: 2.31
regArea_um2: 0
path_delay_family: "simple AND/OR/NAND/NOR gates"
slowest_stage: "nand4bb_4"
final.period_utilization_pct: 111
grt_pass1_wl_um: 979
fin_util_pct: 9.08
initial_core_util_pct: 3.33
synth_warnings: 1
nClkBuffers: 0
compound_area_share_pct: 0
wl_per_cell_um: 9.41
crit_buf_inv: 3
io_buffers: 15
synth_area_um2: 114
ant_nets: 0
max-vdd-ir-drop_mv: 0.0528
cts_hold_buf: 0
slew_violations: 0
cp-end-kind: "output pin"
p_leak_nw: 0.123
worst_slew_pin_slew_ns: 0.225
whs_ns: 0.768
cp_common_cell: "buf_6"
pre_cts_ws_ns: -0.878
grt.total_usage_pct: 2.03
logic_family: "simple AND/OR/NAND/NOR gates"
fmax_ghz: 0.818
fin_tns_setup_ns: -0.576
instances_no_fill: 75
synthTopCellsByArea: "nor4b_4, nor3_1, buf_4"
setup_violations: 7
avgSynthCellArea_um2: 8.13
design.seq.count: 0
place_inst: 73
relSlewSlack_pct: 84.9
first_global_vias: 160
period_needed_ns: 1.22
total_power_mw: 0.0602
startpoint_type: "input pin"
synth_top_cell_by_area: "nor4b_4"
drtIter0Drc: 6
hold_class: "in -> out"
critical_path_arrival_ns: 1.00
critPathKind: "in -> out"
hold_viol_final: 0
dr.pass1.iters: 2
top_area_share_pct: 20.9
chip_area_mm2: 0.00640
setup_slack_ns: -0.123
design.core.area_mm2: 0.00342
fin_area_um2: 310
xor_share_pct: 7.69
vias: 173
crit_path_max_fanout: 6
synthAdderAreaFrac_pct: 0
hpwl_um: 604
most_common_cell: "nor3_1"
whs_path_depth: 3
synth.distinct_cells: 9
gp_congestion: 0.685
netlist_instances: 14
dpl_cell_area_um2: 309
dieHeight_um: 80
row_count: 21
drv_cap: 0
required_ns: 0.88
wirelength_um: 706
[report_power, final]
group,internal [mW],switching [mW]
Combinational,0.0305,0.0297
Sequential,0,0
Clock,0,0
[layer usage]
| layer | part of all wire, % | track usage (%) | vias to the layer above |
|---|---|---|---|
| met5 | 0 | 0 | - |
| met4 | 0 | 0 | 0 |
| met3 | 14 | 1.25 | 0 |
| met2 | 39 | 2.97 | 9 |
| met1 | 46 | 2.64 | 80 |
| li1 | - | - | 84 |
[layout by cell type (no fill, tap or decap)]
master | Yosys | layout
clkdlybuf4s15_2 | 0 | 1
nor4b_4 | 1 | 1
buf_2 | 1 | 12
nor3_1 | 4 | 2
buf_4 | 2 | 1
nand2_1 | 2 | 2
nand4bb_4 | 0 | 1
nor3_2 | 1 | 3
xor2_1 | 1 | 1
nor4_4 | 0 | 1
buf_6 | 0 | 4
[kinds of logic (layout without fill, tap and decap cells)]
kind of cell	count (synthesis)	after routing
simple gates	10	10
buf+inv	3	18
xor+xnor	1	1
[worst paths after layout]
kind	slack (ns)	end	startpoint
setup / recovery	-0.12	MemWrite	instruction[3]
hold / removal	0.77	MemtoReg	instruction[5]
[what timing repair did]
item / 4_1_cts / 5_1_grt
endpoints found under the setup margin: 8 / 8
resized: 54 / 5
cloned: 0 / 0
buffers inserted: 3 / 0
pin swaps: 5 / 3
[final cells by class]
class | instances | area, µm²
well taps | 46 | 57.6
fillers | 413 | 3110
repair buffers | 18 | 124
multi-input cells | 11 | 129
